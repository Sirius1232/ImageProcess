--- /design/flow/design.v ---
module max (
        input               clk,
        input               rst_n,
        input               src_valid,
        input       [23:0]  src_data,
        input               src_last,
        output              dst_valid,
        output  reg [7:0]   dst_data,
        output  reg [1:0]   dst_index,
        output              dst_last
    );
    reg     [7:0]      tmp[0:1];
    always @(posedge clk or negedge rst_n) begin
        if(!rst_n) begin
            tmp[0] <= 0;
            tmp[1] <= 0;
            dst_data <= 0;
        end
        else begin
            tmp[0] <= src_data[23:16] > src_data[15:8] ? src_data[23:16] : src_data[15:8];
            tmp[1] <= src_data[7:0];
            dst_data <= tmp[0] > tmp [1] ? tmp[0] : tmp [1];
        end
    end
    reg     [1:0]       tmp_index;
    always @(posedge clk or negedge rst_n) begin
        if(!rst_n) begin
            tmp_index <= 0;
            dst_index <= 0;
        end
        else begin
            tmp_index <= src_data[23:16] > src_data[15:8] ? 2'd2 : 2'd1;
            dst_index <= tmp[0] > tmp [1] ? tmp_index : 2'd0;
        end
    end
    reg     [2:1]       src_valid_d, src_last_d;
    always @(posedge clk or negedge rst_n) begin
        if(!rst_n) begin
            src_valid_d <= 3'b0;
            src_last_d <= 3'b0;
        end
        else begin
            src_valid_d <= {src_valid, src_valid_d[2:2]};
            src_last_d <= {src_last, src_last_d[2:2]};
        end
    end
    assign  dst_valid = src_valid_d[1];
    assign  dst_last = src_last_d[1];
endmodule
--- /design/flow/run.sh ---
#!/bin/bash
# OpenROAD 26Q1-2900-gdf79404cd8, Yosys 0.63+post, stock flow scripts
make -C /OpenROAD-flow-scripts/flow DESIGN_CONFIG=/design/flow/config.mk WORK_HOME=/design/flow/orfs finish
--- /design/flow/constraint.sdc ---
current_design max

set clk_period 4.1
set clk_io_pct 0.2

create_clock -name clk0 -period $clk_period [get_ports {clk}]

set non_clock_inputs [all_inputs -no_clocks]
set_input_delay [expr $clk_period * $clk_io_pct] -clock clk0 $non_clock_inputs
set_output_delay [expr $clk_period * $clk_io_pct] -clock clk0 [all_outputs]
--- /design/flow/config.mk ---
export PLATFORM = sky130hd
export DESIGN_NAME = max
export DESIGN_NICKNAME = max
export VERILOG_FILES = /design/flow/design.v
export SDC_FILE = /design/flow/constraint.sdc
export NUM_CORES = 4
export LEC_CHECK = 1
export CORE_UTILIZATION = 30
==> run_results.csv <==
group,metric,value,unit
status,status,"complete, no violations",
power_and_ir_drop,p_seq_frac,0.459,
timing,worst-slew-pin-transition,561,ps
power_and_ir_drop,p_per_area,378,mW/mm2
floorplanning,core_util_floorplan,0.311,
route,detail_route.first_pass.iterations,6,
route,detail_route.wl_per_cell,11.0,um
logic_synthesis,syn_inst,136,
cells_and_area,filler_cells_inserted,501,
logic_synthesis,syn-cell-area,0.00159,mm2
timing,achievable-frequency,393,MHz
min_path,worstHoldPathCells,0,
cts,path_clk_slew,70,ps
power_and_ir_drop,clock_power_share,0.286,
floorplanning,dieHeight,74.8,um
global_routing,grt_first_pass_wirelength,4710,um
timing,max_slew_margin,0.626,
setup_path,r2r_slack,1940,ps
setup_path,largest_delay_contributor_family_on_the_critical_path,"AND-OR/OR-AND gates",
setup_path,cp_max_fo,10,
setup_path,critPathMaxStageDelay,480,ps
logic_synthesis,synth_flops,32,
global_routing,grt_max_degree,33,
logic_synthesis,sequential_fraction_of_the_synthesis_area,0.504,
timing,timing.final.max_slew_violations,0,
route,antennaDiodeCount,0,
timing,final-setup-viol-count,0,
setup_path,critical_path.n_buffers_inverters,2,
global_routing,grt_antenna_before_repair,0,
setup_path,crit_type,"input pin to flip-flop",
cts,clock_sink_count,32,
floorplanning,rows,26,
floorplanning,boundaryPins,40,
global_routing,grt_pass1_vias,1047,
cts,cts_tree,"built",
route,vias,1105,
cells_and_area,final-comb-area,681,um2
route,drt-total-wl,2740,um
setup_path,worstSetupEndpointType,"flip-flop",
timing,report.final.hold_viol_count,0,
setup_path,critical_path.cell_chain,"clkdlybuf4s50_1 > inv_1 > ha_1 > nor2b_1 > o211ai_1 > a21oi_1 > o22ai_4 > mux2_2",
placed_design,placement.io_buffers,39,
placed_design,routabilityCongestion,0.817,
cells_and_area,synthToLayoutAreaGrowth,33.4,%
run,timing.max_cap.violations,0,
min_path,hold_path_sink,"src_last_d[1]",
setup_path,cp.arrival,2710,ps
power_and_ir_drop,power.share.combinational,0.255,
logic_synthesis,yosys_warnings,2,
cells_and_area,seqCellArea,801,um2
logic_synthesis,synthesis.area_per_instance,11.7,um2
global_routing,groute.usage.overall,0.111,
cts,total_setup_buffers_inserted_after_cts,0,
setup_path,cp-start-kind,"input pin",
cts,clk_path_buf_depth,2,
timing,skew,7.99,ps
timing,period_used_share,0.620,
cts,ctsRootBufferMaster,"sky130_fd_sc_hd__clkbuf_8",
min_path,worst_hold_path_type,"flip-flop to flip-flop",
logic_synthesis,synthesized_chip_area_reported_by_yosys,0.00159,mm2
setup_path,r2r-end,"dst_data[2]",
min_path,timing.hold.worst.start,"src_last_d[2]",
power_and_ir_drop,leakagePower,0.977,nW
route,post-route-drc-count,0,
power_and_ir_drop,peakVddDrop,0.000131,V
cts,cts-hold-fix-buffers,0,
logic_synthesis,synth-edff-count,0,
logic_synthesis,ys_types,22,
setup_path,r2r.worst_path.cells,6,
cts,htree_num_levels,2,
power_and_ir_drop,power.internal,0.000592,W
floorplanning,chipWidth,74.8,um
power_and_ir_drop,switching_power,0.000210,W
logic_synthesis,dominantRegCellSynth,"sky130_fd_sc_hd__dfrtp_1",
timing,period_needed,2540,ps
route,final_antenna_net_count,0,
logic_synthesis,synth.yosys.num_cells,136,
power_and_ir_drop,power.switching_fraction,0.262,
logic_synthesis,synth-async-reset-ratio,1.00,
setup_path,critical_path.reg2reg.startpoint,"tmp[0][2]",
floorplanning,die-area,0.00560,mm2
power_and_ir_drop,totalPowerFinal,0.000802,W
cells_and_area,final_layout_size_suffix_gt1_frac,0.156,
cts,numCtsBuffers,5,
placed_design,hpwlAfterDp,2060,um
route,via_per_inst,4.42,
floorplanning,core_area,0.00511,mm2
timing,setup-tns-final,0,ps
setup_path,critical_path_slowest_stage_cell,"sky130_fd_sc_hd__clkdlybuf4s50_1",
route,drt_first_iter_violations,66,
cts,cts_resized,0,
global_routing,globalRouteOverflowTotal,0,
run,tool_warnings,25,
timing,rsz0062_at_grt,"false",
cts,clk-insertion-delay-late,280,ps
setup_path,critical_path_required,4270,ps
[state kept, by name (all words and copies together) (netlist names)]
signal	count
src_last_d	2
tmp_index	2
src_valid_d	2
dst_index	2
dst_data	8
tmp	16
[worst max path at each step]
stage / start / endpoint / slack [ps] / cells past startpoint
CTS: src_data[9] / tmp[0][7] / 1570 / 8
global route: src_data[15] / tmp[0][7] / 1460 / 7
finish: src_data[9] / tmp[0][7] / 1560 / 8
[cells by family after synthesis]
| kind of cell | Yosys count | synth area share |
|---|---|---|
| AND-OR/OR-AND | 30 | 0.162 |
| multiplexers | 8 | 0.0567 |
| buffers and inverters | 22 | 0.0684 |
| flip-flops | 32 | 0.504 |
| adder cells (fa/ha/maj) | 16 | 0.126 |
| AND/OR/NAND/NOR | 28 | 0.0834 |
[power groups by stage]
| stage | registers, W | logic [W] | clock network [W] |
|---|---|---|---|
| CTS | 0.000369 | 0.000207 | 0.000238 |
| global route | 0.000373 | 0.000232 | 0.000256 |
| finish | 0.000368 | 0.000205 | 0.000229 |
[layer usage]
layer | GRT usage | part of all wire | vias to the layer above | wire [um]
li1 | - | - | 563 | -
met1 | 0.169 | 0.48 | 506 | 1320
met2 | 0.167 | 0.46 | 31 | 1250
met3 | 0.0271 | 0.043 | 5 | 117
met4 | 0.0168 | 0.019 | 0 | 53
met5 | 0 | 0 | - | 0
[area by class of cell]
type	count	area share
flip-flops and latches	32	0.377
multi-input cells	82	0.321
repair buffers	40	0.187
well taps	70	0.0413
clock buffers	5	0.0324
inverters	18	0.0318
clock inverters	3	0.00884
[through the flow]
stage          cell area (um2)  instances   util  setup WS [ps]  hold WS [ps]
2_1_floorplan             1590        136      -           1880           331
3_5_place_dp              2030        242  0.398           1260           337
5_1_grt                   2120        250  0.415           1460           364
4_1_cts                   2120        250  0.415           1570           353
3_3_place_gp              2030        242  0.398           1300           333
6_report                  2120        250  0.415           1560           350
[Yosys cell counts, drive strengths merged, types with 2 or more instances]
library cell | n | area, um2
nand4 | 2 | 12.5
inv | 18 | 67.6
and3b | 2 | 17.5
a21oi | 8 | 51.3
o21ai | 3 | 15.0
nor2 | 16 | 60.1
ha | 16 | 200
dfrtp | 32 | 801
mux2 | 8 | 90.1
a221oi | 8 | 76.3
buf | 4 | 41.3
a22o | 8 | 80.1
and4 | 2 | 17.5
nand2 | 5 | 18.8
[placed cells by master (no fill, tap or decap)]
master and instances:
sky130_fd_sc_hd__nand2_1 5, sky130_fd_sc_hd__clkdlybuf4s50_1 39, sky130_fd_sc_hd__buf_4 1, sky130_fd_sc_hd__a221oi_2 1, sky130_fd_sc_hd__inv_1 18, sky130_fd_sc_hd__o21ai_1 1, sky130_fd_sc_hd__a21o_1 1, sky130_fd_sc_hd__ha_1 16
sky130_fd_sc_hd__clkbuf_8 5, sky130_fd_sc_hd__a22o_2 8, sky130_fd_sc_hd__nand4_1 2, sky130_fd_sc_hd__clkinv_2 2, sky130_fd_sc_hd__dfrtp_1 32, sky130_fd_sc_hd__and3b_1 2, sky130_fd_sc_hd__and4_1 2, sky130_fd_sc_hd__o211ai_1 1
sky130_fd_sc_hd__a221oi_1 7, sky130_fd_sc_hd__nor2b_1 1, sky130_fd_sc_hd__a21oi_1 7, sky130_fd_sc_hd__nor2_1 16, sky130_fd_sc_hd__mux2_2 8, sky130_fd_sc_hd__clkinv_4 1, sky130_fd_sc_hd__o21ai_0 2, sky130_fd_sc_hd__o22ai_4 1
sky130_fd_sc_hd__a21oi_4 1
