**design/flow/config.mk**
```make
export PLATFORM = sky130hd
export DESIGN_NAME = he_core
export DESIGN_NICKNAME = he_core
export VERILOG_FILES = /design/flow/design.v
export SDC_FILE = /design/flow/constraint.sdc
export NUM_CORES = 4
export LEC_CHECK = 1
export CORE_UTILIZATION = 50
```
**design/flow/constraint.sdc**
```tcl
current_design he_core

set clk_period 45.3
set clk_io_pct 0.2

create_clock -name clk0 -period $clk_period [get_ports {clk}]

set non_clock_inputs [all_inputs -no_clocks]
set_input_delay [expr $clk_period * $clk_io_pct] -clock clk0 $non_clock_inputs
set_output_delay [expr $clk_period * $clk_io_pct] -clock clk0 [all_outputs]
```
**design/flow/run.sh**
```bash
#!/bin/bash
# OpenROAD 26Q1-2900-gdf79404cd8, Yosys 0.63+post, stock flow scripts
make -C /OpenROAD-flow-scripts/flow DESIGN_CONFIG=/design/flow/config.mk WORK_HOME=/design/flow/orfs finish
```
**design/flow/design.v**
```verilog
module RAM #(
        parameter   WIDTH = 8,
        parameter   DEPTH = 1024,
        localparam  A_WID = $clog2(DEPTH)   
    ) (
        input                       clk,
        input                       rst_n,
        input                       wr_en,
        input       [A_WID-1:0]     wr_addr,
        input       [WIDTH-1:0]     wr_data,
        input                       rd_en,
        input       [A_WID-1:0]     rd_addr,
        output  reg [WIDTH-1:0]     rd_data
    );
    integer i;
    reg     [WIDTH-1:0]     array[0:DEPTH-1];
    always @(posedge clk or negedge rst_n) begin
        if(!rst_n) begin
            for (i=0; i<DEPTH; i=i+1) begin
                array[i] <= 0;
            end
        end
        else begin
            array[wr_addr] <= wr_en ? wr_data : array[wr_addr];
        end
    end
    always @(posedge clk or negedge rst_n) begin
        if(!rst_n) begin
            rd_data <= 0;
        end
        else begin
            rd_data <= rd_en ? array[rd_addr] : rd_data;
        end
    end
endmodule
module he_core #(
        parameter   WIDTH = 1920,
        parameter   HEIGHT = 1080,
        parameter   IS_SIM = 0
    ) (
        input               clk,
        input               rst_n,
        input               src_valid,
        input       [7:0]   src_data,
        input               src_last,
        output  reg         dst_valid,
        output      [7:0]   dst_data
    );
    reg     pingpong;
    always @(posedge clk or negedge rst_n) begin
        if(!rst_n) begin
            pingpong <= 1'b0;
        end
        else begin
            pingpong <= src_last ? 1'b1 : pingpong;
        end
    end
    reg                 pdf_ram_wr_en;
    reg     [7:0]       pdf_ram_wr_addr;
    wire    [23:0]      pdf_ram_wr_data;
    wire    [7:0]       pdf_ram_rd_addr;
    wire    [23:0]      pdf_ram_rd_data;
    reg                 cdf_ram_wr_en;
    reg     [7:0]       cdf_ram_wr_addr;
    wire    [7:0]       cdf_ram_wr_data;
    wire    [7:0]       cdf_ram_rd_addr;
    wire    [7:0]       cdf_ram_rd_data;
    wire    [23:0]      pdf;
    reg     [23:0]      pdf_reg;
    reg                 src_valid_last;
    reg                 cache_flag;
    wire                cdf_calc_en;
    reg                 cdf_calc_en_dly;
    reg     [8:0]       cdf_cnt;
    reg     [7:0]       cdf_cnt_dly;
    always @(posedge clk or negedge rst_n) begin
        if(!rst_n) begin
            pdf_reg <= 0;
            src_valid_last <= 1'b0;
            cache_flag <= 1'b0;
        end
        else begin
            pdf_reg <= src_valid ? pdf_ram_wr_data : 0;
            src_valid_last <= src_valid;
            cache_flag <= (pdf_ram_rd_addr==pdf_ram_wr_addr) ? src_valid_last & src_valid : 1'b0;
        end
    end
    assign  pdf = cache_flag ? pdf_reg + 1'b1 : pdf_ram_rd_data + 1'b1;
    always @(posedge clk or negedge rst_n) begin
        if(!rst_n) begin
            pdf_ram_wr_en <= 0;
            pdf_ram_wr_addr <= 0;
        end
        else begin
            pdf_ram_wr_en <= cdf_calc_en ? 1'b1 : src_valid;
            pdf_ram_wr_addr <= cdf_calc_en ? cdf_cnt : src_data;
        end
    end
    assign  pdf_ram_wr_data = cdf_calc_en_dly ? 0 : pdf;
    assign  pdf_ram_rd_addr = cdf_calc_en ? cdf_cnt : src_data;
    always @(posedge clk or negedge rst_n) begin
        if(!rst_n) begin
            cdf_cnt <= 0;
        end
        else begin
            if(src_last)
                cdf_cnt <= 0;
            else if(cdf_calc_en)
                cdf_cnt <= cdf_cnt + 1'b1;
            else
                cdf_cnt <= cdf_cnt;
        end
    end
    assign  cdf_calc_en = (cdf_cnt < 9'd256) ? 1'b1 : 1'b0;
    always @(posedge clk or negedge rst_n) begin
        if(!rst_n) begin
            cdf_calc_en_dly <= 1'b0;
            cdf_cnt_dly <= 1'b0;
        end
        else begin
            cdf_calc_en_dly <= cdf_calc_en;
            cdf_cnt_dly <= cdf_cnt;
        end
    end
    reg     [23:0]      cdf_tmp;
    always @(posedge clk or negedge rst_n) begin
        if(!rst_n) begin
            cdf_tmp <= 0;
        end
        else begin
            if(src_last)
                cdf_tmp <= 0;
            else if(cdf_calc_en_dly)
                cdf_tmp <= cdf_tmp + pdf_ram_rd_data;
            else
                cdf_tmp <= cdf_tmp;
        end
    end
    always @(posedge clk or negedge rst_n) begin
        if(!rst_n) begin
            cdf_ram_wr_en <= 0;
            cdf_ram_wr_addr <= 0;
        end
        else begin
            cdf_ram_wr_en <= cdf_calc_en_dly;
            cdf_ram_wr_addr <= cdf_cnt_dly;
        end
    end
    assign  cdf_ram_wr_data = cdf_tmp[20:13];
    assign  cdf_ram_rd_addr = src_data;
    always @(posedge clk or negedge rst_n) begin
        if(!rst_n)
            dst_valid <= 1'b0;
        else
            dst_valid <= pingpong ? src_valid : 1'b0;
    end
    assign  dst_data = pingpong ? cdf_ram_rd_data : 0;
    RAM #(
        .WIDTH      (24),
        .DEPTH      (256)
    ) pdf_ram_inst(
        .clk        (clk),
        .rst_n      (rst_n),
        .wr_en      (pdf_ram_wr_en),
        .wr_addr    (pdf_ram_wr_addr),
        .wr_data    (pdf_ram_wr_data),
        .rd_en      (1'b1),
        .rd_addr    (pdf_ram_rd_addr),
        .rd_data    (pdf_ram_rd_data)
    );
    RAM #(
        .WIDTH      (8),
        .DEPTH      (256)
    ) cdf_ram_inst(
        .clk        (clk),
        .rst_n      (rst_n),
        .wr_en      (cdf_ram_wr_en),
        .wr_addr    (cdf_ram_wr_addr),
        .wr_data    (cdf_ram_wr_data),
        .rd_en      (1'b1),
        .rd_addr    (cdf_ram_rd_addr),
        .rd_data    (cdf_ram_rd_data)
    );
endmodule
```
==> results.py <==
# Auto-generated metrics
metrics = {
    "run_status": {
        "status": "did not finish",
        "error": "[ERROR GRT-0229] Vertical edge usage exceeds the maximum allowed. (0, 64) usage=65535 limit=2200",
        "haltStage": "5_1_grt",
    },
    "die": {
        "die.size.x_um": 858.2,
        "pin_count": 21,
        "fp-row-count": 314,
        "die-height_um": 858.2,
        "fp-utilization_pct": 50.15,
    },
    "placement": {
        "placed_cells": 45764,
        "port_buffers": 20,
        "routabilityCongestion": 2.081,
        "dp.final_hpwl_um": 2708000,
    },
    "synthesis": {
        "edf_count": 0,
        "avgSynthCellArea_um2": 10.11,
        "yosys_area_um2": 366500,
        "netlist_area_um2": 366500,
        "yosysWarnings": 5,
        "yosys_cells": 36266,
        "ys.flops": 7535,
        "syn_inst": 36266,
        "postSynthSeqShare_pct": 51.45,
        "async_flop_share_pct": 100.0,
        "synth_cell_type_count": 96,
        "dominantRegCellSynth": "dfrtp_1",
    },
    "clocking": {
        "htreeDepth": 6,
        "cts_num_sinks": 7535,
        "hold_buffers": 0,
        "root_buffer": "clkbuf_16",
        "cts.repair.resized": 0,
        "cts_setup_buffers": 0,
        "numCtsBuffers": 782,
        "clockBufferDepth": 4,
    },
    "global_routing": {
        "grt_start_max_net_pins": 202,
    },
}
[Yosys cell counts, drive strengths merged (32+ instances only)]
master | count | area (um^2)
nand4bb | 33 | 376.6
a22o | 626 | 5483
o211ai | 40 | 305.3
a31oi | 32 | 200.2
nand3 | 472 | 2362
and2 | 47 | 294.0
clkbuf | 2074 | 7785
nand2 | 5844 | 21940
nor2 | 1263 | 4761
a22oi | 5600 | 42060
and3 | 268 | 1677
a221oi | 413 | 3617
a41oi | 32 | 280.3
dfrtp | 7535 | 188600
mux2 | 3098 | 34890
and4 | 64 | 560.5
nor3 | 332 | 1673
or4 | 100 | 754.5
o21ai | 4274 | 21390
nand4 | 674 | 4229
nand4b | 32 | 299.0
mux2i | 38 | 380.4
buf | 1233 | 6689
inv | 34 | 127.6
nor4 | 493 | 3084
a222oi | 346 | 3463
a21oi | 282 | 1411
a32oi | 58 | 508.0
o22ai | 372 | 2327
a2111oi | 94 | 824.5
[cells by family after synthesis]
logic type                 count (synthesis)  synth area share, %
muxes                                   3139                9.641
and+or+nand+nor                         9861                12.03
buffers and inverters                   3341                3.984
DFF                                     7535                51.45
AOI/OAI and AO/OA                      12318                22.70
xor gates and xnor gates                  49               0.1171
adders and majority gates                 23              0.08057
[through the flow]
stage | worst slack (ns) | hold WS, ns | instance area [um^2]
CTS | 29.40 | 0.3491 | 421200
detailed placement | 28.11 | 0.3346 | 394200
global placement | 28.16 | 0.3312 | 394200
floorplan | 33.39 | 0.3312 | 366500
