File: flow/config.mk
export PLATFORM = sky130hd
export DESIGN_NAME = fifo
export DESIGN_NICKNAME = fifo
export VERILOG_FILES = /design/flow/design.v
export SDC_FILE = /design/flow/constraint.sdc
export NUM_CORES = 4
export LEC_CHECK = 1
export CORE_UTILIZATION = 30
File: flow/constraint.sdc
current_design fifo

set clk_period 35.7
set clk_io_pct 0.2

create_clock -name clk0 -period $clk_period [get_ports {clk}]

set non_clock_inputs [all_inputs -no_clocks]
set_input_delay [expr $clk_period * $clk_io_pct] -clock clk0 $non_clock_inputs
set_output_delay [expr $clk_period * $clk_io_pct] -clock clk0 [all_outputs]
File: flow/design.v
module fifo #(
        parameter   WIDTH = 8,
        parameter   DEPTH = 256
    ) (
        input                       clk,
        input                       rst_n,
        input                       wr_en,
        input       [WIDTH-1:0]     wr_data,
        input                       rd_en,
        output      [WIDTH-1:0]     rd_data,
        output                      empty,
        output                      full
    );
    localparam  WID_ADDR = $clog2(DEPTH);
    integer i;
    reg     [WIDTH-1:0]     ram[0:DEPTH-1];
    reg     [WID_ADDR:0]    cnt;
    wire    wr_valid, rd_valid;
    reg     [WID_ADDR-1:0]  wr_addr, rd_addr;
    assign  wr_valid = wr_en & (~full);
    assign  rd_valid = rd_en & (~empty);
    assign  empty = (cnt==0) ? 1'b1 : 1'b0;
    assign  full = (cnt==DEPTH) ? 1'b1 : 1'b0;
    always @(posedge clk or negedge rst_n) begin
        if(!rst_n) begin
            wr_addr <= 0;
            rd_addr <= 0;
        end
        else begin
            wr_addr <= wr_valid ? wr_addr + 1'b1 : wr_addr;
            rd_addr <= rd_valid ? rd_addr + 1'b1 : rd_addr;
        end
    end
    always @(posedge clk or negedge rst_n) begin
        if(!rst_n) begin
            cnt <= 0;
        end
        else begin
            case ({wr_valid, rd_valid})
                2'b00 : cnt <= cnt;
                2'b01 : cnt <= cnt - 1'b1;
                2'b10 : cnt <= cnt + 1'b1;
                2'b11 : cnt <= cnt;
            endcase
        end
    end
    always @(posedge clk or negedge rst_n) begin
        if(!rst_n) begin
            for (i=0; i<DEPTH; i=i+1) begin
                ram[i] <= 0;
            end
        end
        else begin
            ram[wr_addr] <= wr_valid ? wr_data : ram[wr_addr];
        end
    end
    assign  rd_data = rd_valid ? ram[rd_addr] : 0;
endmodule
File: flow/run.sh
#!/bin/bash
# OpenROAD 26Q1-2900-gdf79404cd8, Yosys 0.63+post, stock flow scripts
make -C /OpenROAD-flow-scripts/flow DESIGN_CONFIG=/design/flow/config.mk WORK_HOME=/design/flow/orfs finish
==> flow_metrics.py <==
# Flow results
metrics = {
    "run_status": {
        "status": "stopped before the end",
        "flow.stopped_at": "global routing (5_1_grt)",
        "toolErrorMsg": "[ERROR GRT-0116] Global routing finished with congestion. Check the congestion regions in the DRC Viewer.",
    },
    "floorplan": {
        "die.size.x_um": 594.7,
        "floorplan.die.height_um": 594.7,
        "fp_util_pct": 30.16,
        "number_of_primary_i_o_pins": 22,
        "placementRows": 217,
    },
    "placement": {
        "numPlacedInstances": 16556,
        "post-place-ws_ps": 18830,
        "detailedPlacementHpwl_mm": 1101,
        "place.gp.congestion": 1.509,
        "port_buffers": 21,
    },
    "clock_network": {
        "max-clock-path-buffers": 4,
        "cts_inserted_buffers": 274,
        "cts-hold-fix-buffers": 0,
        "cts-root-buf": "sky130_fd_sc_hd__clkbuf_16",
        "cts.repair.resized": 0,
        "post-cts-setup-buffer-count": 0,
        "cts_num_sinks": 2073,
        "htree_num_levels": 5,
    },
    "global_route": {
        "pin_count_of_the_biggest_net_entering_global_routing": 120,
        "global_route_wire_length_before_repair_mm": 2135,
        "grt_use_total_pct": 93.79,
        "first_global_vias": 166266,
        "overflow": 5770,
    },
    "logic_synthesis": {
        "synth.yosys.warnings": 2,
        "post_synth_num_cell_types": 84,
        "synth.cells.most_frequent": "sky130_fd_sc_hd__nor2_1, sky130_fd_sc_hd__dfrtp_1, sky130_fd_sc_hd__a21oi_1",
        "syn-instance-count": 11787,
        "enable_flop_cells": 0,
        "syn_area_sq_mm": 0.1054,
        "most_common_cell": "sky130_fd_sc_hd__nor2_1",
        "synth_top_cell_by_area": "sky130_fd_sc_hd__dfrtp_1",
        "top_cells_by_area": "sky130_fd_sc_hd__dfrtp_1, sky130_fd_sc_hd__nor2_1, sky130_fd_sc_hd__a22oi_1, sky130_fd_sc_hd__a21oi_1, sky130_fd_sc_hd__a31oi_1",
        "yosys-stat-area_sq_mm": 0.1054,
        "synth.avg_cell_area_sq_um": 8.941,
        "ys.flops": 2073,
        "most_used_flip_flop_cell": "sky130_fd_sc_hd__dfrtp_1",
        "ys_seq_share_pct": 49.22,
        "yosys.area.top_type_share_pct": 49.22,
        "synthArstFlopShare_pct": 100.0,
        "ys_cells": 11787,
    },
}
-- logic make-up after synthesis --
group / after synthesis / share of synthesized area, %
AND-OR/OR-AND: 4539 / 28.43
AND/OR/NAND/NOR: 3845 / 16.15
flip-flops: 2073 / 49.22
buffers and inverters: 1240 / 5.290
multiplexers: 49 / 0.5010
XOR/XNOR: 23 / 0.1911
adder cells (fa/ha/maj): 18 / 0.2196
-- per-layer routing --
metal,global-route usage [%],overflow
met1,94.37,928
met2,98.05,2150
met3,91.59,1224
met4,88.91,1351
met5,83.77,117
-- stage by stage --
| stage | instance area [sq um] | utilization, % |
|---|---|---|
| after floorplan | 105400 | - |
| after detailed placement | 118800 | 34.01 |
| after global placement | 118800 | 34.01 |
| after CTS | 128200 | 36.69 |
